===== design/flow/design.v =====
module fpu(
    input [31:0] a,
    input [31:0] b,
    input [1:0] op,  
    output [31:0] result,
    output overflow,
    output underflow
);
    wire [31:0] add_result, sub_result, mul_result, div_result;
    wire add_overflow, sub_overflow, mul_overflow, div_overflow;
    wire add_underflow, sub_underflow, mul_underflow, div_underflow;
    ieee754_adder add_module(
        .a(a),
        .b(b),
        .result(add_result),
        .overflow(add_overflow),
        .underflow(add_underflow)
    );
    ieee754_subtractor sub_module(
        .a(a),
        .b(b),
        .result(sub_result),
        .overflow(sub_overflow),
        .underflow(sub_underflow)
    );
    ieee745_multiplier mul_module(
        .a(a),
        .b(b),
        .result(mul_result),
        .overflow(mul_overflow),
        .underflow(mul_underflow)
    );
    ieee754_divider div_module(
        .a(a),
        .b(b),
        .result(div_result),
        .overflow(div_overflow),
        .underflow(div_underflow)
    );
    assign result = (op == 2'b00) ? add_result :
                    (op == 2'b01) ? sub_result :
                    (op == 2'b10) ? mul_result :
                    div_result;
    assign overflow = (op == 2'b00) ? add_overflow :
                      (op == 2'b01) ? sub_overflow :
                      (op == 2'b10) ? mul_overflow :
                      div_overflow;
    assign underflow = (op == 2'b00) ? add_underflow :
                       (op == 2'b01) ? sub_underflow :
                       (op == 2'b10) ? mul_underflow :
                       div_underflow;
endmodule
module ieee745_multiplier(
    input [31:0] a,
    input [31:0] b,
    output [31:0] result,
    output overflow,
    output underflow
);
    wire sign_a = a[31];
    wire sign_b = b[31];
    wire [7:0] exp_a = a[30:23];
    wire [7:0] exp_b = b[30:23];
    wire [23:0] mant_a = {1'b1, a[22:0]};  
    wire [23:0] mant_b = {1'b1, b[22:0]};  
    wire a_is_nan = (exp_a == 8'b11111111) && (a[22:0] != 0);
    wire b_is_nan = (exp_b == 8'b11111111) && (b[22:0] != 0);
    wire a_is_inf = (exp_a == 8'b11111111) && (a[22:0] == 0);
    wire b_is_inf = (exp_b == 8'b11111111) && (b[22:0] == 0);
    wire a_is_zero = (a[30:0] == 0);
    wire b_is_zero = (b[30:0] == 0);
    wire [47:0] mant_product = mant_a * mant_b;
    wire [8:0] exp_sum = exp_a + exp_b - 127;  
    wire sign_res = sign_a ^ sign_b;  
    reg [7:0] exp_res;
    reg [23:0] mant_res;
    always @(*) begin
        if (mant_product[47]) begin
            mant_res = mant_product[46:23];
            exp_res = exp_sum + 1;
        end else begin
            mant_res = mant_product[45:22];
            exp_res = exp_sum;
        end
    end
    always @(*) begin
        if (a_is_nan || b_is_nan) begin
            exp_res = 8'b11111111;
            mant_res = 24'b10000000000000000000000;  
        end else if (a_is_inf || b_is_inf) begin
            if (a_is_zero || b_is_zero) begin
                exp_res = 8'b11111111;
                mant_res = 24'b10000000000000000000000;  
            end else begin
                exp_res = 8'b11111111;
                mant_res = 0;  
            end
        end else if (a_is_zero || b_is_zero) begin
            exp_res = 0;
            mant_res = 0;  
        end
    end
    assign result = {sign_res, exp_res, mant_res[22:0]};
    assign overflow = (exp_res == 8'b11111111);
    assign underflow = (exp_res == 8'b00000000);
endmodule
module ieee754_adder(
    input [31:0] a,
    input [31:0] b,
    output [31:0] result,
    output overflow,
    output underflow
);
    wire sign_a = a[31];
    wire sign_b = b[31];
    wire [7:0] exp_a = a[30:23];
    wire [7:0] exp_b = b[30:23];
    wire [23:0] mant_a = {1'b1, a[22:0]};  
    wire [23:0] mant_b = {1'b1, b[22:0]};  
    wire a_is_nan = (exp_a == 8'b11111111) && (a[22:0] != 0);
    wire b_is_nan = (exp_b == 8'b11111111) && (b[22:0] != 0);
    wire a_is_inf = (exp_a == 8'b11111111) && (a[22:0] == 0);
    wire b_is_inf = (exp_b == 8'b11111111) && (b[22:0] == 0);
    wire a_is_zero = (a[30:0] == 0);
    wire b_is_zero = (b[30:0] == 0);
    reg [23:0] mant_res;
    reg [7:0] exp_res;
    reg sign_res;
    always @(*) begin
        if (a_is_nan || b_is_nan) begin
            sign_res = 1'b0;
            exp_res = 8'b11111111;
            mant_res = 24'b10000000000000000000000;  
        end else if (a_is_inf || b_is_inf) begin
            if (a_is_inf && b_is_inf && (sign_a != sign_b)) begin
                sign_res = 1'b0;
                exp_res = 8'b11111111;
                mant_res = 24'b10000000000000000000000;  
            end else begin
                sign_res = a_is_inf ? sign_a : sign_b;
                exp_res = 8'b11111111;
                mant_res = 24'b0;
            end
        end else if (a_is_zero || b_is_zero) begin
            if (a_is_zero) begin
                sign_res = sign_b;
                exp_res = exp_b;
                mant_res = mant_b[23:0];
            end else begin
                sign_res = sign_a;
                exp_res = exp_a;
                mant_res = mant_a[23:0];
            end
        end else begin
            if (exp_a > exp_b) begin
                mant_res = mant_a + (mant_b >> (exp_a - exp_b));
                exp_res = exp_a;
                sign_res = sign_a;
            end else begin
                mant_res = (mant_a >> (exp_b - exp_a)) + mant_b;
                exp_res = exp_b;
                sign_res = sign_b;
            end
            if (mant_res[23]) begin
                mant_res = mant_res >> 1;
                exp_res = exp_res + 1;
            end
        end
    end
    assign result = {sign_res, exp_res, mant_res[22:0]};
    assign overflow = (exp_res == 8'b11111111);
    assign underflow = (exp_res == 8'b00000000);
endmodule
module ieee754_divider(
    input [31:0] a,
    input [31:0] b,
    output [31:0] result,
    output overflow,
    output underflow
);
    wire sign_a = a[31];
    wire sign_b = b[31];
    wire [7:0] exp_a = a[30:23];
    wire [7:0] exp_b = b[30:23];
    wire [23:0] mant_a = {1'b1, a[22:0]};  
    wire [23:0] mant_b = {1'b1, b[22:0]};  
    wire a_is_nan = (exp_a == 8'b11111111) && (a[22:0] != 0);
    wire b_is_nan = (exp_b == 8'b11111111) && (b[22:0] != 0);
    wire a_is_inf = (exp_a == 8'b11111111) && (a[22:0] == 0);
    wire b_is_inf = (exp_b == 8'b11111111) && (b[22:0] == 0);
    wire a_is_zero = (a[30:0] == 0);
    wire b_is_zero = (b[30:0] == 0);
    wire [47:0] mant_div = (mant_a << 23) / mant_b;  
    wire [8:0] exp_diff = exp_a - exp_b + 127;  
    wire sign_res = sign_a ^ sign_b;
    reg [7:0] exp_res;
    reg [23:0] mant_res;
    always @(*) begin
        if (mant_div[47]) begin
            mant_res = mant_div[46:23];
            exp_res = exp_diff + 1;
        end else begin
            mant_res = mant_div[45:22];
            exp_res = exp_diff;
        end
    end
    always @(*) begin
        if (a_is_nan || b_is_nan || b_is_zero) begin
            exp_res = 8'b11111111;
            mant_res = 24'b10000000000000000000000;  
        end else if (a_is_inf) begin
            if (b_is_inf) begin
                exp_res = 8'b11111111;
                mant_res = 24'b10000000000000000000000;  
            end else begin
                exp_res = 8'b11111111;
                mant_res = 0;  
            end
        end else if (a_is_zero) begin
            exp_res = 0;
            mant_res = 0;  
        end
    end
    assign result = {sign_res, exp_res, mant_res[22:0]};
    assign overflow = (exp_res == 8'b11111111);
    assign underflow = (exp_res == 8'b00000000);
endmodule
module ieee754_subtractor(
    input [31:0] a,
    input [31:0] b,
    output [31:0] result,
    output overflow,
    output underflow
);
    wire [31:0] b_neg;  
    assign b_neg = {~b[31], b[30:0]};  
    ieee754_adder adder (
        .a(a),
        .b(b_neg),
        .result(result),
        .overflow(overflow),
        .underflow(underflow)
    );
endmodule

===== design/flow/run.sh =====
#!/bin/bash
# OpenROAD 26Q1-2900-gdf79404cd8, Yosys 0.63+post, stock flow scripts
make -C /OpenROAD-flow-scripts/flow DESIGN_CONFIG=/design/flow/config.mk WORK_HOME=/design/flow/orfs finish

===== design/flow/config.mk =====
export PLATFORM = sky130hd
export DESIGN_NAME = fpu
export DESIGN_NICKNAME = fpu
export VERILOG_FILES = /design/flow/design.v
export SDC_FILE = /design/flow/constraint.sdc
export NUM_CORES = 4
export LEC_CHECK = 1
export CORE_UTILIZATION = 30

===== design/flow/constraint.sdc =====
current_design fpu

set clk_period 55.0
set clk_io_pct 0.2

create_clock -name clk0 -period $clk_period

set non_clock_inputs [all_inputs -no_clocks]
set_input_delay [expr $clk_period * $clk_io_pct] -clock clk0 $non_clock_inputs
set_output_delay [expr $clk_period * $clk_io_pct] -clock clk0 [all_outputs]

==> impl_metrics.py <==
# Auto-generated metrics
metrics = {
    "outcome": {
        "status": "aborted with a tool error",
        "lastStage": "1_2_yosys",
        "error_line": "ERROR: Found 2 problems in 'check -assert'.",
    },
    "yosys": {
        "numSynthFlops": 2,
        "yosysChipArea_um2": 23300,
        "synth_warnings": 3,
        "yosysCellCount": 2845,
        "synthDistinctLibCells": 79,
        "ys.flop_type": "dlxtn_1",
        "synth-edff-count": 0,
        "synthArstFlopShare": 0,
    },
}
==> cells in the mapped netlist, drive strengths merged, types with 3 or more instances <==
cell type | count | share of area
inv | 578 | 0.093
fa | 484 | 0.42
nand2 | 367 | 0.059
and2 | 252 | 0.068
ha | 225 | 0.12
clkbuf | 154 | 0.025
nor2 | 140 | 0.023
a21oi | 118 | 0.025
o21ai | 57 | 0.012
mux2i | 45 | 0.020
a21o | 38 | 0.012
a211oi | 33 | 0.011
buf | 30 | 0.0064
xnor2 | 29 | 0.011
mux2 | 27 | 0.013
nor2b | 20 | 0.0054
nor4 | 20 | 0.0054
nor3 | 19 | 0.0043
nand3 | 18 | 0.0039
nand2b | 14 | 0.0038
a311oi | 12 | 0.0045
xor2 | 12 | 0.0045
nand4 | 11 | 0.0032
and3 | 10 | 0.0027
o22ai | 9 | 0.0027
o31ai | 9 | 0.0035
a22oi | 8 | 0.0026
o211ai | 7 | 0.0023
o21a | 7 | 0.0023
o21bai | 7 | 0.0023
or2 | 7 | 0.0019
or4 | 7 | 0.0024
a221oi | 6 | 0.0023
a311o | 6 | 0.0026
or3 | 6 | 0.0018
a211o | 5 | 0.0019
a21boi | 5 | 0.0016
a31oi | 5 | 0.0013
o41ai | 5 | 0.0022
a221o | 4 | 0.0018
nand3b | 4 | 0.0013
and4 | 3 | 0.0011
==> cells by family after synthesis <==
family / synth area share
XOR/XNOR: 0.0164
adder cells (fa/ha/maj): 0.537
latches: 0.00129
buffers and inverters: 0.125
AND-OR/OR-AND: 0.100
AND/OR/NAND/NOR: 0.188
multiplexers: 0.0326
