--- flow/run.sh ---
#!/bin/bash
# OpenROAD 26Q1-2900-gdf79404cd8, Yosys 0.63+post, stock flow scripts
make -C /OpenROAD-flow-scripts/flow DESIGN_CONFIG=/design/flow/config.mk WORK_HOME=/design/flow/orfs finish
--- flow/config.mk ---
export PLATFORM = sky130hd
export DESIGN_NAME = immext
export DESIGN_NICKNAME = immext
export VERILOG_FILES = /design/flow/design.v
export SDC_FILE = /design/flow/constraint.sdc
export NUM_CORES = 4
export LEC_CHECK = 1
export CORE_AREA = 10 10 70 70
export DIE_AREA = 0 0 80 80
--- flow/constraint.sdc ---
current_design immext

set clk_period 1.8
set clk_io_pct 0.2

create_clock -name clk0 -period $clk_period [get_ports {clk}]

set non_clock_inputs [all_inputs -no_clocks]
set_input_delay [expr $clk_period * $clk_io_pct] -clock clk0 $non_clock_inputs
set_output_delay [expr $clk_period * $clk_io_pct] -clock clk0 [all_outputs]
--- flow/design.v ---
module immext(imm, ext, f, clk);
input [31:0]imm;
output reg [31:0]ext;
input [1:0]f;
input clk;
always @(posedge clk) begin
    case (f)
        2'b00: ext = {{20{imm[31]}}, imm[31:20]};                       
        2'b01: ext = {{20{imm[31]}}, imm[31:25], imm[11:7]};           
        2'b10: ext = {{20{imm[31]}}, imm[7], imm[30:25], imm[11:8], 1'b0};  
    endcase
end
endmodule
==> run_results.csv <==
group,metric,value,unit
run_status,outcome,"finished, final reports clean",
critical_path,cp_slowest_cell,"clkdlybuf4s50_1",
yosys,synth_area,677,sq um
critical_path,start_kind,"register",
job,warnings,42,
yosys,synthCells,57,
drt,wl,1560,microns
yosys,simple_gate_share,0.0499,
critical_path,path_max_fanout,20,
power_and_ir_drop,total_power,0.768,mW
hold_path,min_to,"ext[9]",
timing,hold_viol,0,
timing,max_slew.worst_pin.slew,0.299,ns
drt,drt_first_pass_iters,4,
yosys,yosysTopAreaCell,"edfxtp_1",
power_and_ir_drop,leakage,0.437,nW
floorplanning,die_y,80,microns
timing,slew_viol_final,0,
yosys,yosysSeqAreaShare,0.577,
layout,area_growth,70.4,%
clock_tree,post_cts_resized,0,
global_route,grt_pass1_vias,511,
floorplanning,dieArea,0.00640,sq mm
critical_path,worst_setup_path_end_kind,"output pin",
yosys,yosysTopAreaCellShare,0.577,
drt,vias,493,
timing,tns,0,ns
global_route,grt_use_total,0.0435,
yosys,top_cells_by_area,"edfxtp_1 58%, buf_4 21%, ha_1 5.5%",
floorplanning,fp_util,0.198,
drt,avgViaCountPerCell,3.50,
power_and_ir_drop,power_frac_clock,0.227,
timing,setup_violations,0,
placement,io_buffer_count,51,
drt,drtAntennaViolNets,0,
clock_tree,htreeDepth,1,
placement,gp_congestion,0.729,
global_route,overflow,0,
hold_path,hold_depth,1,
global_route,antenna_found_initial,0,
floorplanning,die_x,80,microns
global_route,use_met2,0.0674,
yosys,synthXorXnorAreaFrac,0,
global_route,grtUsageMet3,0.0318,
drt,wl_per_cell,11.1,microns
power_and_ir_drop,ir_drop,0.000181,V
power_and_ir_drop,combPwrFrac,0.281,
yosys,synthMuxAreaShare,0,
timing,period_needed,1.64,ns
yosys,adder_share,0.0555,
power_and_ir_drop,switching_share,0.195,
clock_tree,cts_sinks,13,
clock_tree,cts_setup_buffers,0,
critical_path,path_cells,"buf_4, clkdlybuf4s50_1",
timing,slew_headroom,0.801,
hold_path,min_path_type,"in2reg",
yosys,yosysWarnings,1,
global_route,grt_pass1_wl,2260,microns
global_route,grt_max_degree,21,
clock_tree,clk_path_buf_depth,2,
timing,whs,0.639,ns
layout,final_util,0.338,
placement,dp_hpwl,1410,microns
clock_tree,clkTransAtPathRegs,0.08,ns
clock_tree,cts_root_buf,"clkbuf_4",
power_and_ir_drop,intPower,0.618,mW
timing,finalCritPeriodShare,0.914,
yosys,ys_types,9,
drt,antennaDiodeCount,0,
global_route,met1_usage,0.0439,
yosys,yosys.area_share.aoi,0.0739,
layout,drive_above_1_share,0.0737,
critical_path,crit_type,"reg2out",
yosys,syn_avg_cell_area,11.9,sq um
floorplanning,coreArea,0.00342,sq mm
critical_path,crit_required,1.44,ns
timing,rsz0062_at_grt,"no",
critical_path,crit_path_max_incr_delay,0.50,ns
clock_tree,cts-buffers-inserted,3,
timing,fmax,608,MHz
floorplanning,rows,21,
clock_tree,cts_tree,"yes",
power_and_ir_drop,power_frac_seq,0.492,
floorplanning,ios,67,
layout,largest_register_ffs,13,
placement,place_ws,-0.0270,ns
power_and_ir_drop,power_density,665,mW/mm^2
timing,finalWorstSetupSlack,0.156,ns
hold_path,hp-start,"imm[29]",
yosys,ys_ff,13,
critical_path,worstPathArrival,1.28,ns
yosys,synthTopLogicFamily,"buffers and inverters",
job,max_cap_viol_count,0,
drt,drcViolationCount,0,
yosys,yosys_area,677,sq um
power_and_ir_drop,p_switching,0.149,mW
global_route,top_usage_layer,"met2",
yosys,yosys_cells,57,
clock_tree,ctsHoldBuffers,0,
drt,first_iter_violations,4,
[final cells by class]
cell class | instances | area [sq um]
clock buffer | 3 | 22.5
multi-input combinational | 21 | 121
timing repair buffer | 54 | 546
sequential | 13 | 390
inverter | 3 | 11.3
clock inverter | 1 | 5.00
fill | 344 | 2260
tap | 46 | 57.6
[Yosys cell counts]
master,count
nand2_1,7
buf_6,1
nand3b_1,1
edfxtp_1,13
inv_1,3
o21ai_1,5
o21ai_0,5
buf_4,19
ha_1,3
[layer usage]
metal / routed length, microns / share of wire
met3: 360 / 0.23
met1: 534 / 0.34
met4: 36 / 0.023
met5: 0 / 0
met2: 633 / 0.40
[kinds of logic (layout without fill, tap and decap cells)]
family | count (synthesis) | after routing
AOI/OAI and AO/OA | 10 | 10
DFF | 13 | 13
and+or+nand+nor | 8 | 8
adders and majority gates | 3 | 3
buffers and inverters | 23 | 61
[cell usage in the layout (no fill, tap or decap), drive strengths merged]
cell type	instances
clkdlybuf4s50	51
edfxtp	13
ha	3
clkinv	1
inv	3
nand3b	1
nand2	7
clkbuf	3
o21ai	10
buf	3
[critical path: cells and delay by family, from the launching register on]
| kind | cells | cell delay, ns |
|---|---|---|
| buf+inv | 2 | 0.69 |
| flops | 1 | 0.32 |
[through the flow]
step / cell area [sq um] / instances
6_report: 1150 / 141
5_1_grt: 1150 / 141
3_5_place_dp: 1130 / 137
3_3_place_gp: 1130 / 137
4_1_cts: 1150 / 141
2_1_floorplan: 677 / 57
[how the worst max path moves through the flow]
stage       start      end
4_1_cts   ext[30]  ext[25]
5_1_grt   ext[30]  ext[23]
6_report  ext[30]  ext[25]
[power by group through the flow]
stage / combinational, mW / clock [mW] / sequential (mW)
CTS: 0.223 / 0.183 / 0.378
global route: 0.237 / 0.209 / 0.381
finish: 0.216 / 0.174 / 0.378
Power and IR drop assume default switching activity.
